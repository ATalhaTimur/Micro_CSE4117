## flow/run.sh

```bash
#!/bin/bash
# OpenROAD 26Q1-2900-gdf79404cd8, Yosys 0.63+post, stock flow scripts
make -C /OpenROAD-flow-scripts/flow DESIGN_CONFIG=/design/flow/config.mk WORK_HOME=/design/flow/orfs finish
```

## flow/config.mk

```make
export PLATFORM = sky130hd
export DESIGN_NAME = prj1
export DESIGN_NICKNAME = prj1
export VERILOG_FILES = /design/flow/design.v
export SDC_FILE = /design/flow/constraint.sdc
export NUM_CORES = 4
export LEC_CHECK = 1
export CORE_UTILIZATION = 50
```

## flow/constraint.sdc

```tcl
current_design prj1

set clk_period 5.4
set clk_io_pct 0.2

create_clock -name clk0 -period $clk_period [get_ports {clk}]

set non_clock_inputs [all_inputs -no_clocks]
set_input_delay [expr $clk_period * $clk_io_pct] -clock clk0 $non_clock_inputs
set_output_delay [expr $clk_period * $clk_io_pct] -clock clk0 [all_outputs]
```

## flow/design.v

```verilog
module prj1(
    input logic [1:0] PushButtons,
    input logic clk,
    output logic [3:0] o_grounds,
    output logic [6:0] o_display	 
);
  logic [15:0] data;
  logic [1:0] PushButtonStates;
  logic [1:0] LeftPushButtonBuffer;
  logic [1:0] RightPushButtonBuffer;
  logic [25:0] clk2;
  logic [1:0] clk_state;  
  logic [4:0] clk_setting;  
  localparam CLK_15 = 0, CLK_19 = 1, CLK_25 = 2;
  sevensegment baseModule(
    .clk(clk),
    .din(data),
    .grounds(o_grounds),
    .display(o_display),
	 .clk_setting(clk_setting)
  );
  always_comb
  begin
  case (clk_state)
            CLK_15: clk_setting = 5'd15;
            CLK_19: clk_setting = 5'd19;
            CLK_25: clk_setting = 5'd25;           
            default: clk_setting = 5'd15;
endcase
  end
  always_ff @(posedge clk) begin
    clk2 <= clk2 + 1;
  end
  always_ff @(posedge clk2[16]) begin
    LeftPushButtonBuffer <= {LeftPushButtonBuffer[0], PushButtons[0]};
    RightPushButtonBuffer <= {RightPushButtonBuffer[0], PushButtons[1]};
if (PushButtonStates[0] == 0 && LeftPushButtonBuffer == 2'b01) begin
        PushButtonStates[0] <= 1;
        if (data[3:0] != 4'hF) begin
            data[3:0] <= data[3:0] + 1;
        end else begin
            data[3:0] <= 0;
            if (data[7:4] != 4'hF) begin
                data[7:4] <= data[7:4] + 1;
            end else begin
                data[7:4] <= 0;
                if (data[11:8] != 4'hF) begin
                    data[11:8] <= data[11:8] + 1;
                end else begin
                    data[11:8] <= 0;
                    if (data[15:12] != 4'hF) begin
                        data[15:12] <= data[15:12] + 1;
                    end else begin
                        data[15:12] <= 0;
                    end
                end
            end
        end
end else if (PushButtonStates[0] == 1 && LeftPushButtonBuffer == 2'b10) begin
PushButtonStates[0] <= 0;
end
			if (PushButtonStates[1] == 0 && RightPushButtonBuffer == 2'b01) begin
				PushButtonStates[1] <= 1;
				clk_state <= clk_state + 1;
				if (clk_state > CLK_25) begin
            clk_state <= CLK_15;  
				end   
				end else if (PushButtonStates[1] == 1 && RightPushButtonBuffer == 2'b10) begin
				PushButtonStates[1] <= 0;
				end	 
  end
  initial begin
    data = 16'hffff;
    RightPushButtonBuffer = 2'b00;
    LeftPushButtonBuffer = 2'b00;
    clk2 = 0;
    PushButtonStates = 2'b11; 
  end
endmodule
module sevensegment( din, grounds, display, clk, clk_setting);
input logic [4:0] clk_setting;
input logic [15:0] din;
output logic [3:0] grounds;
output logic [6:0] display;
input clk;
logic [25:0] clk1;  
logic [3:0] data [3:0] ;  
logic [1:0] count;        
always_ff @(posedge clk) begin
    clk1 <= clk1 + 1;
    if(clk1 >= (1 << clk_setting)) begin 
        clk1 <= 0;  
        grounds <= {grounds[2:0], grounds[3]};  
        count <= count + 1;  
    end
end
always_comb
    case(data[count])
        0:display=7'b1111110;  
        1:display=7'b0110000;
        2:display=7'b1101101;
        3:display=7'b1111001;
        4:display=7'b0110011;
        5:display=7'b1011011;
        6:display=7'b1011111;
        7:display=7'b1110000;
        8:display=7'b1111111;
        9:display=7'b1111011;
        'ha:display=7'b1110111;
        'hb:display=7'b0011111;
        'hc:display=7'b1001110;
        'hd:display=7'b0111101;
        'he:display=7'b1001111;
        'hf:display=7'b1000111;
        default display=7'b1111111;
    endcase
  always_comb
    begin
    data[3]=din[15:12];
    data[2]=din[11:8];             
    data[1]=din[7:4];
    data[0]=din[3:0];
    end
initial begin
    count = 2'b0;
    grounds=4'b1110;
	 clk1=0;
end
endmodule
```

==> ci_impl_report.md <==
### Flow metrics

| Metric | Value |
|---|---|
| Clk root buf | `clkbuf_8` |
| Crit-path max cell delay | `0.54 ns` |
| Avg Synthesized Cell Area | `10.2 um^2` |
| Logic area | `1690 um^2` |
| Vias | `2409` |
| XORs/XNORs by Area | `7.68%` |
| Final Max Slew Viols | `0` |
| Register pins left without a clock | `24` |
| Die area | `7410 um^2` |
| VDD IR max | `0.133 mV` |
| WP data arrival | `3.02 ns` |
| Syn Std Cell Area | `3530 um^2` |
| Fmax achieved | `244 MHz` |
| Vias per cell | `5.26` |
| # diodes | `0` |
| Average wire per standard cell | `12.1 um` |
| Unique cell types | `41` |
| Core region area | `6790 um^2` |
| Pin count of the biggest net entering global routing | `29` |
| Gr ovfl total | `0` |
| GR Util All Layers | `15.9%` |
| TritonCTS Buffers | `5` |
| Basic Gates by Area | `17.2%` |
| Share of cells above drive strength 1 | `4.97%` |
| Number of global-route vias before repair | `2014` |
| WS Path Type | `reg -> out` |
| Endpoints left unconstrained | `42` |
| Dominant comb cell | `simple AND/OR/NAND/NOR gates` |
| Sequential-to-total area share from yosys stat | `48.2%` |
| First-iteration detailed-routing DRC count | `110` |
| Critical path fanouts, max | `7` |
| Finished Cell Area | `3880 um^2` |
| Clk buf depth | `2` |
| Tool warnings | `38` |
| Area reported by Yosys stat | `3530 um^2` |
| CTS tree | `yes` |
| Number of H-tree levels | `2` |
| Final setup vio count | `0` |
| Count of library flops with an enable pin | `24` |
| Measured slew at the worst slew-check pin | `0.696 ns` |
| Critical-path cell list | `inv_1, ha_1, mux2i_1, inv_1, ha_1, mux2_2, a22oi_1, clkdlybuf4s50_1` |
| Gate Count Post-Synth | `346` |
| Hold slack | `0.406 ns` |
| Cycle use final | `76.0%` |
| Asr flop ratio synth | `0%` |
| Leak pwr | `1.45 nW` |
| Detail Route Antenna Nets | `0` |
| Registers, synthesis | `73` |
| Hpwl dp | `3.86 mm` |
| Post-Route WL | `5.53 mm` |
| Slowest cell on the critical path | `mux2i_1` |
| Area grow syn2layout | `9.95%` |
| FF/Latch Area | `1700 um^2` |
| Placed cell area | `3770 um^2` |
| Type of the worst min-delay path | `reg -> reg` |
| Hold-fix buffers, CTS | `0` |
| Unrepaired setup endpoints after global routing | `false` |
| Fin Clk Skew | `0.00396 ns` |
| Clk latency of the worst-skew pair | `0.29 ns` |
| Die height | `86.1 um` |
| Crit path DRT | `4.32 ns` |
| Max-slew headroom | `53.5%` |
| Adder Share, Synth | `8.78%` |
| Pre-Place Util | `52.0%` |
| First-pass GRT wire length | `9.27 mm` |
| Filler Cells Inserted | `592` |
| Startpoint Class | `flip-flop` |
| AO/OA Area Share | `10.3%` |
| Ys cells | `346` |
| Hold Vio Cnt, Final | `0` |
| Main synth FF type | `dfxtp_1` |
| Synth Warn # | `3` |
| Fin Setup TNS | `0 ns` |
| Pwr/cell area | `160 nW/um^2` |
| Ports | `14` |
| Post-CTS Setup Repair Bufs | `0` |
| Most frequent cells in the layout | `dfxtp_1 (49), inv_1 (30), ha_1 (24), edfxtp_1 (24), nor2_1 (22)` |
| Area fraction in mux cells | `3.58%` |
| Routability cong. | `0.793` |
| Row count | `30` |
| Status | `completed` |
| Clock-pin slew on the worst setup and hold paths | `0.09 ns` |
| Period minus WS final | `4.10 ns` |
| Max_cap viols | `0` |
| Most frequent logic cell in the layout | `dfxtp_1` |
| # port buffers | `13` |
| CP endpoint kind | `output port` |
| DRC violations left | `0` |
| CTS resizes | `0` |
| Initial antenna violation count | `0` |
| Number of detailed-route iterations in the first pass | `4` |
| Die W | `86.1 um` |
critical path, delay by kind of cell (launching register included):
kind	cells	cell delay (ns)
AND-OR/OR-AND	1	0.13
adder cells (fa/ha/maj)	2	0.57
buffers and inverters	3	0.79
flip-flops	1	0.43
multiplexers	2	0.80
state kept, by name (all words and copies together) (netlist names):
register               count
LeftPushButtonBuffer       2
PushButtonStates           2
RightPushButtonBuffer      2
baseModule.clk1           26
baseModule.count           2
baseModule.grounds         4
clk2                      17
clk_state                  2
data                      16
metrics by stage:
stage	total power [mW]	utilization, %	setup WS, ns	instances
3_3_place_gp	0.377	55.5	1.68	450
3_5_place_dp	0.377	55.5	1.61	450
6_report	0.621	57.2	1.30	458
4_1_cts	0.633	57.2	1.27	458
5_1_grt	0.646	57.2	1.02	458
2_1_floorplan	0.376	-	2.28	346
layer usage:
layer	global-route usage, %	share of wire, %
met4	1.52	0.87
met1	27.8	55
met5	0	0
met3	1.95	2.2
met2	23.3	42
path summary, 6_finish.rpt:
| path | start | to | slack (ns) | depth (start not counted) |
|---|---|---|---|---|
| worst max-delay path | baseModule.count[0] | o_display[0] | 1.30 | 8 |
| worst min-delay path | clk2[0] | clk2[0] | 0.41 | 1 |
| worst max register to register | baseModule.clk1[15] | baseModule.grounds[0] | 3.35 | 5 |
| worst min register to register | clk2[0] | clk2[0] | 0.41 | 1 |
area by class of cell:
cell class                 instances  share of cell area, %
multi-input combinational        235                   43.4
timing repair buffer              16                   3.93
sequential                        73                   43.8
clock buffer                       8                   2.87
inverter                          30                   2.90
tap                               96                   3.09
synth_stat cells (2+ instances only):
cell type	instances	share of area (%)
o21ai_0	12	1.7
a222oi_1	4	1.1
or3_1	4	0.71
clkbuf_1	6	0.64
nand4_1	10	1.8
mux2_2	5	1.6
o41ai_1	2	0.50
and4_1	5	1.2
or4_1	10	2.1
mux2i_1	7	2.0
inv_1	30	3.2
nand2_1	14	1.5
a21oi_1	19	2.7
edfxtp_1	24	20
nand3_1	16	2.3
and3_1	6	1.1
ha_1	24	8.5
and2_1	3	0.53
nor3_1	9	1.3
nor2_1	22	2.3
a31oi_1	7	1.2
o31ai_1	9	1.9
dfxtp_1	49	28
xor2_1	16	4.0
xnor2_1	15	3.7
nor4_1	3	0.53
cells by family after synthesis:
family                     after synthesis
xor gates and xnor gates                31
DFF                                     73
buffers and inverters                   38
AOI/OAI and AO/OA                       58
adders and majority gates               25
and+or+nand+nor                        109
muxes                                   12
report_power, final:
group          switching [mW]  leakage (nW)  total, mW  internal, mW
Sequential                  0         0.601      0.367         0.367
Clock                   0.120        0.0566      0.252         0.133
Combinational        0.000180         0.791    0.00142       0.00124
Total                   0.120          1.45      0.621         0.501
Power is estimated from default activity; no workload was simulated.
