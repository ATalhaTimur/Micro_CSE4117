### /design/flow/design.v
module mammal (
      input clk,
      input [15:0] data_in,
      output logic [15:0] data_out,
      output logic [11:0] address,
      output memwt,
      input INT,
      output intack
);
logic [11:0] pc,ir;  
logic [11:0] interruptreg;  
logic [4:0] state;  
logic [15:0] regbank [7:0]; 
logic zeroflag;  
logic intflag;  
logic [15:0] result;  
logic zeroresult;
localparam FETCH=5'b00000,
LDI=5'b00001,
LD=5'b00010,
ST=5'b00011,
JZ=5'b00100,
JMP=5'b00101,
ALU=5'b00111,
PUSH=5'b01000,
POP1=5'b01001,
CALL=5'b01010,
RET1=5'b01011,
STI=5'b01100,
CLI=5'b01101,
IRET1=5'b01110,
POP2= 5'b10000,
RET2= 5'b10001,
IRET2=5'b10010,
IRET3=5'b10011,
INT1= 5'b10100,
INT2= 5'b10101,
INT3= 5'b10110;
always_ff @(posedge clk)
begin
    case(state)
    FETCH:
    begin
        if ( {1'b0,data_in[15:12] }==JZ)
            if (zeroflag)
               state <= JMP;
            else
               state <= FETCH;
        else
            state <= { 1'b0, data_in[15:12] };
        ir<=data_in[11:0];
        pc<=pc+1;
    end
    LDI:
    begin
        regbank[ ir[2:0] ] <= data_in;
        pc<=pc+1;
       if ( intflag & INT )
              state <= INT1;
       else
              state <= FETCH;
      end
     LD:
     begin
         regbank[ir[2:0]] <= data_in;
         if ( intflag & INT )
              state <= INT1;
         else
              state <= FETCH;
      end
      ST:
      begin
          if ( intflag & INT )
              state <= INT1;
         else
              state <= FETCH;
      end
      JMP:
      begin
           pc <= pc+ir;
           if ( intflag & INT )
                state <= INT1;
           else
                state <= FETCH;
       end
       ALU:
       begin
           regbank[ir[2:0]]<=result;
           zeroflag<=zeroresult;
           if ( intflag & INT )
                  state <= INT1;
           else
                  state <= FETCH;
           end
      PUSH:
      begin
           regbank[7]<=regbank[7]-1;
           if ( intflag & INT )
               state <= INT1;
           else
               state <= FETCH;
      end
      POP1:
      begin
           regbank[7]<=regbank[7]+1;
           state <= POP2;
      end
     POP2:  
     begin
           regbank[ir[2:0]] <= data_in;
           if ( intflag & INT )
                state <= INT1;
           else
                state <= FETCH;
      end
CALL:
begin
regbank[7]<=regbank[7]-1;
pc<=pc+ir;
if ( intflag & INT )
state <= INT1;
else
state <= FETCH;
end
RET1:
begin
regbank[7]<=regbank[7]+1;
state <= RET2;
end
RET2:
begin
pc<=data_in[11:0];
if ( intflag & INT )
state <= INT1;
else
state <= FETCH;
end
INT1:
begin
regbank[7]<=regbank[7]-1;
intflag <= 0;
state <= INT2;
end
INT2:
begin
regbank[7]<=regbank[7]-1;
interruptreg <= 12'(data_in+16'h07f0);
state <= INT3;
end
INT3:
begin
pc<=data_in[11:0];
state <= FETCH;
end
IRET1:
begin
regbank[7]<=regbank[7]+1;
state <= IRET2;
end
IRET2:
begin
regbank[7]<=regbank[7]+1;
zeroflag <= data_in[0];
state <= IRET3;
end
IRET3:
begin
pc <= data_in;
if ( intflag & INT )
state <= INT1;
else
state <= FETCH;
end
STI:
begin
intflag <= 1;
if ( intflag & INT )
state <= INT1;
else
state <= FETCH;
end
CLI:
begin
intflag <= 0;
state <= FETCH;
end
endcase
end
always_comb
case (state)
LD: address=regbank[ir[5:3]][11:0];
ST: address=regbank[ir[5:3]][11:0];
PUSH: address=regbank[7][11:0];
POP2: address=regbank[7][11:0];
CALL: address=regbank[7][11:0];
RET2: address=regbank[7][11:0];
INT1: address=regbank[7][11:0];
INT2: address=regbank[7][11:0];
INT3: address=interruptreg;
IRET1: address=regbank[7][11:0];
IRET2: address=regbank[7][11:0];
IRET3: address=regbank[7][11:0];
default: address=pc;
endcase
assign memwt=(state==ST)||(state==PUSH)||(state==CALL) || (state==INT1) || (state==INT2);
always_comb
begin
case (state)
INT2: intack = 1'b1;
default: intack = 1'b0;
endcase
end
always_comb
begin
case (state)
CALL: data_out = {4'b0,pc};
INT1: data_out = {4'b0,pc};
INT2: data_out = {15'b0, zeroflag};
default: data_out = regbank[ir[8:6]];
endcase
end
always_comb  
case (ir[11:9])
3'h0: result = regbank[ir[8:6]]+regbank[ir[5:3]];  
3'h1: result = regbank[ir[8:6]]-regbank[ir[5:3]];  
3'h2: result = regbank[ir[8:6]]&regbank[ir[5:3]];  
3'h3: result = regbank[ir[8:6]]|regbank[ir[5:3]];  
3'h4: result = regbank[ir[8:6]]^regbank[ir[5:3]];  
3'h7: case (ir[8:6])
3'h0: result = !regbank[ir[5:3]];
3'h1: result = regbank[ir[5:3]];
3'h2: result = regbank[ir[5:3]]+1;
3'h3: result = regbank[ir[5:3]]-1;
default: result=16'h0000;
endcase
default: result=16'h0000;
endcase
assign zeroresult = ~|result;
initial
begin
state=FETCH;
zeroflag=0;
pc=0;
intflag=0;  
end
endmodule
### /design/flow/run.sh
#!/bin/bash
# OpenROAD 26Q1-2900-gdf79404cd8, Yosys 0.63+post, stock flow scripts
make -C /OpenROAD-flow-scripts/flow DESIGN_CONFIG=/design/flow/config.mk WORK_HOME=/design/flow/orfs finish
### /design/flow/config.mk
export PLATFORM = sky130hd
export DESIGN_NAME = mammal
export DESIGN_NICKNAME = mammal
export VERILOG_FILES = /design/flow/design.v
export SDC_FILE = /design/flow/constraint.sdc
export NUM_CORES = 4
export LEC_CHECK = 1
export CORE_UTILIZATION = 50
### /design/flow/constraint.sdc
current_design mammal

set clk_period 10.2
set clk_io_pct 0.2

create_clock -name clk0 -period $clk_period [get_ports {clk}]

set non_clock_inputs [all_inputs -no_clocks]
set_input_delay [expr $clk_period * $clk_io_pct] -clock clk0 $non_clock_inputs
set_output_delay [expr $clk_period * $clk_io_pct] -clock clk0 [all_outputs]
==> changes_impl.md <==
## Flow update

* Status: finished, violations left
* Failing checks: design-rule violations
* Ys Warns at 3
* Clock net sink count at 177
* Final Skew at 0.0200 ns
* DR pass1 iterations at 50
* First-pass GRT wire length at 63,500 µm
* Async set or reset register ratio after synthesis at 0%
* Period utilization at 59.6%
* CP Class: register to output port
* Crit path DRT at 8.16 ns
* Pre-Place Util at 51.3%
* RSZ-0062 raised after global routing: no
* Initial antenna violation count at 0
* Post-synth top area cell: edfxtp_1
* Rows at 59
* CTS tree: yes
* Post-CTS setup buffers at 0
* Final hold viol count at 0
* Post_cts resized at 0
* Wire length per cell at 25.5 µm
* Leak Pwr at 5.44 nW
* EDFF count, synth at 171
* Post-Place Cells at 1,596
* Worst Setup End Kind: output port
* Most used flip-flop cell: edfxtp_1
* Clk root buf: clkbuf_16
* Layout cells sized above 1 at 14.8%
* Number of max-cap violations at 0
* Hold Buf Count CTS at 0
* Fin cells at 1,628
* Hold_sp: ir[3]
* Register area share after synthesis at 39.1%
* Count of tool warnings at 44
* Post-detailed-placement half-perimeter wirelength at 30,900 µm
* Worst Path Max Fanout at 22
* Mapped Cells at 1,251
* Final setup viols at 0
* Reg2reg end: regbank[4][14]
* Buffers on Ports at 47
* Final wirelength at 41,600 µm
* Worst Path Arrival at 4.04 ns
* R2R cell count at 16
* Gr usage total at 33.3%
* Worst-Margin Slew at 0.795 ns
* Drt drc at 5
* Startpoint Class: register
* Vias in the first global route at 10.3k
* Final setup TNS at 0 ns
* H-tree levels at 4
* Max Buffers Root-to-Sink at 2
* Cell area leaders: edfxtp_1, mux4_2, ha_1, mux2i_1, nor2_1
* Top Layout Cells: edfxtp_1, nor2_1, nand2_1
* Pwr per Cell Area at 384 nW/µm²
* GRT overflow at 0
* DRT iter0 DRCs at 913
* Fillers at 2,174
* Die x size at 166 µm
* Max Clk Rate at 164 MHz
* Top cell excl fill/tap: edfxtp_1
* Die span in y at 166 µm
* Gate Area at 7610 µm²
* Register area at 5260 µm²
* Top cell area share at 38.2%
* Antenna fix cells at 0
* Rel. slew slack at 45.5%
* Die area at 27,500 µm²
* Hold Crit Depth at 1
* Yosys reg bits at 177
* Synth cell types at 85
* Synthesized area per cell at 10.7 µm²
* Clock Pin Slew Worst Setup and Hold Paths at 0.08 ns
* Yosys synthesis chip area at 13,400 µm²
* Max VDD drop at 0.000137 V
* Num CTS Buffers at 17
* Routed Antenna Nets at 0
* Cell total in the yosys stat output at 1,251
* Slew Limit Fails at 0
* Final min period at 6.08 ns
* Syn-to-layout area delta at 11.2%
* Vias post-DR at 10.5k
* Mapped cell area at 13,400 µm²
* IO Pins at 48
* HP Class: register to register
* R2R Setup Slk at 4.38 ns
* Largest net degree at the start of global routing at 50
* Core area at 26,200 µm²
* GPL Wtd Cong at 1.02
* Clock Latency Late Sink at 0.44 ns
* DR vias/cell at 6.45
## synthesized netlist by cell type, types with 8 or more instances
cell type / n
nor2_1: 107
a31oi_1: 13
buf_1: 9
o21ai_1: 9
clkbuf_1: 52
mux2i_1: 51
o21ai_0: 66
nand2b_1: 13
and2_1: 19
a222oi_1: 16
ha_1: 76
or3_1: 9
nor3_1: 30
inv_1: 57
and3_1: 14
a211oi_1: 15
a21oi_1: 74
mux4_2: 69
nor2b_1: 15
nor4_1: 10
nand3_1: 23
inv_2: 8
mux2_2: 12
xor2_1: 17
xnor2_1: 43
a21o_1: 13
nand2_1: 86
edfxtp_1: 171
## registers in the layout, summed over array words and instances, names as in the netlist, named ones only
name          count
interruptreg     12
intflag           1
ir               12
pc               12
regbank         128
state             5
zeroflag          1
## metrics by stage
step | cell area, µm² | hold WS [ns] | total power, W | util (%) | worst slack [ns]
6_report | 14900 | 0.511 | 0.00573 | 57.0 | 4.12
5_1_grt | 14900 | 0.543 | 0.00615 | 57.0 | 3.87
3_3_place_gp | 14300 | 0.490 | 0.00500 | 54.6 | 4.44
3_5_place_dp | 14300 | 0.497 | 0.00499 | 54.6 | 4.36
2_1_floorplan | 13400 | 0.467 | 0.00379 | - | 5.08
4_1_cts | 14900 | 0.519 | 0.00570 | 57.0 | 4.20
## where the power goes
group          total (W)  internal (W)  leakage [nW]  switching, W
registers        0.00139       0.00115          1.62      0.000235
clock network   0.000687      0.000360         0.308      0.000327
logic            0.00366       0.00153          3.52       0.00213
total            0.00573       0.00304          5.44       0.00269
## metal layers
metal	global-route usage, %	up-vias	share of wire (%)
met5	0	-	0
met4	11.2	0	4.3
met3	16.0	70	13
met2	46.2	565	43
met1	48.6	4999	39
li1	-	4861	-
## how the worst max path moves through the flow
stage | startpoint | endpoint | slack (ns) | depth (start not counted)
CTS | register | address[9] | 4.20 | 7
global route | register | address[9] | 3.87 | 7
finish | register | address[11] | 4.12 | 7
## area by class of cell
cell class / count / share of cell area [%]
tap: 335 / 2.81
inverter: 67 / 1.68
multi-input combinational: 931 / 50.9
timing repair buffer: 86 / 5.11
clock inverter: 15 / 1.39
clock buffer: 17 / 2.85
sequential: 177 / 35.2
## cell families (layout without fill, tap and decap cells)
kind of cell	after synthesis	count (layout)	share of synthesized area (%)
AND-OR/OR-AND	287	287	14.0
XOR/XNOR	60	60	3.91
adder cells (fa/ha/maj)	79	79	7.45
buffers and inverters	143	185	4.55
flip-flops	177	177	39.1
multiplexers	140	140	17.5
AND/OR/NAND/NOR	365	365	13.5
## critical path: stages (launching register included)
cell	delay (ns)
dfxtp_2	0.62
buf_4	0.45
mux4_2	0.56
mux2i_1	0.62
inv_1	0.31
a222oi_1	0.39
a21oi_1	0.18
clkdlybuf4s50_1	0.45
Power and IR drop assume default switching activity.
